<file path="./design.v">
module adc_control(
	input  clk_50,				 
	input  dout,				 
	output adc_cs_n,			 
	output din,					 
	output adc_sck,			 
	output [11:0]d_out_ch5,	 
	output [11:0]d_out_ch6,	 
	output [11:0]d_out_ch7,	 
	output [1:0]data_frame	 
);
reg [11:0] t5=12'd0;
reg [11:0] t6=12'd0;
reg [11:0] t7=12'd0;
reg [11:0] o5;
reg [11:0]o6;
reg [11:0]o7;
reg [1:0] df = 2'd0;
reg cs =1;
assign adc_cs_n = cs;
assign data_frame = df;
assign d_out_ch5 = o5;
assign d_out_ch6 = o6;
assign d_out_ch7 = o7;
reg y=0;
assign adc_sck = y;
reg x=0;
assign din =x;
integer a =0;
reg [3:0] ct;
reg [2:0] addr;
initial
begin
ct = 4'd0;
addr = 3'd100;
end
always @(negedge clk_50)
begin
	if(a==10)
	begin
	y = y?0:1;
	a=0;
	end
	a = a+1;
end
always @(negedge adc_sck)
begin
case(ct)
0:
begin
x=0;
o7 = t7;
o5 = t5;
o6 =t6;
addr = addr + 1'd1;
cs = 0;
df = df + 1'd1;
if({df}==0)
begin
df[1]=0;
df[0]=1;
end
end
1:x=0;
2:
begin
x =addr[2];
end
3:x =addr[1];
4:
begin
x =addr[0];
end
default:
begin
x=0;
end
endcase
if(ct>4)
begin
if({addr[2],addr[1],addr[0]} == 5)
begin
t7[16-ct]=dout;
end
if({addr[2],addr[1],addr[0]} == 6)
begin
t5[16-ct]=dout;
end
if({addr[2],addr[1],addr[0]} == 7)
begin
t6[16-ct]=dout;
end
end
ct = ct + 1;
end
endmodule
</file>
<file path="./run.sh">
#!/bin/bash
# OpenROAD 26Q1-2900-gdf79404cd8, Yosys 0.63+post, stock flow scripts
make -C /OpenROAD-flow-scripts/flow DESIGN_CONFIG=/design/flow/config.mk WORK_HOME=/design/flow/orfs finish
</file>
<file path="./config.mk">
export PLATFORM = sky130hd
export DESIGN_NAME = adc_control
export DESIGN_NICKNAME = adc_control
export VERILOG_FILES = /design/flow/design.v
export SDC_FILE = /design/flow/constraint.sdc
export NUM_CORES = 4
export LEC_CHECK = 1
export CORE_UTILIZATION = 50
</file>
<file path="./constraint.sdc">
current_design adc_control

set clk_period 6.3
set clk_io_pct 0.2

create_clock -name clk0 -period $clk_period [get_ports {clk_50}]

set non_clock_inputs [all_inputs -no_clocks]
set_input_delay [expr $clk_period * $clk_io_pct] -clock clk0 $non_clock_inputs
set_output_delay [expr $clk_period * $clk_io_pct] -clock clk0 [all_outputs]
</file>
==> Slide: Implementation Results <==
Run Summary

Route
  • Final wirelength: 7.752 mm
  • Diode count: 0
  • Routed Antenna Nets: 0
  • Avg Vias per Cell: 5.316
  • DR iter-0 viols: 127
  • Wirelength per Cell: 14.09 µm
  • Via count: between 2000 and 3000
  • DRT Pass-1 Iters: 17
  • # DRC: 0

STA
  • Register pins left without a clock: 83
  • Final Slew Violations: 0
  • Unrepaired setup endpoints after global routing: no
  • Max-slew headroom: 54.72%
  • Worst Max-Slew Pin Slew: 679.1 ps
  • Worst setup margin: 748.2 ps
  • Final setup viols: 0
  • Final Hold Vio Count: 0
  • Setup_tns: 0 ps
  • Hold slack: between 400 and 500 ps
  • Clock skew: 14.65 ps
  • Endpoints left unconstrained: 197

Setup path
  • Slowest stage cell, crit path: clkdlybuf4s50_1
  • Setup slack, reg-to-reg: 3990 ps
  • Req. time, crit path: roughly 5000 ps
  • Largest fanout on the critical path: 2
  • CP Data Arrival Time: 4290 ps
  • Cell family with most CP delay: buffers and inverters
  • CP Class: flip-flop to primary output
  • Critical path, cell by cell: clkdlybuf4s50_1
  • CP peak stage delay: between 400 and 500 ps
  • Buffers plus inverters on the worst setup path: 1
  • Critical Path Sink Type: primary output
  • Startpoint types: flip-flop

Synth
  • Post-Syn Instances: 363
  • Simple Share, Synth: 15.59%
  • Top FF cell, synth: edfxtp_1
  • XOR-XNOR Cells, Area Fraction: under 10%
  • Yosys stat area: 4646 µm²
  • Async set-reset flop share out of synthesis: 0%
  • Yosys cell types: around 40
  • Ao+oa area frac: between 6 and 7%
  • Synthesis-stage register bit count: 116
  • # Cells Yosys: ~360
  • Avg Inst Size Synth: 12.80 µm²
  • Mux share: about 1.2%
  • Synth warn: 2
  • Post-synthesis adder-cell area fraction: just under 3%
  • Post-Syn Area: roughly 4600 µm²
  • Post-synth EDFFs: 76
  • Synth Seq Share: 66.36%
  • Top logic family: simple AND/OR/NAND/NOR gates

Power
  • Power Density: 80.88 nW/µm²
  • Pleak: 2.156 nW
  • Worst vdd ir: approximately 0.00012 V
  • Total Power: approximately 0.44 mW

Placement
  • Buffers added on ports: 42
  • Cell Area, Placed: roughly 5200 µm²
  • Routability congestion estimate: 0.8269
  • Placed Cells incl. Taps: between 500 and 600
  • HPWL after DPL: 5.411 mm
  • Setup WS pre-CTS: 1098 ps

Clocking
  • CTS max path bufs: 2
  • H-tree levels: 2
  • Post-CTS Resized: 0
  • CTS buffer count: 5
  • Clock Latency Late Sink: 350 ps
  • Post-CTS Setup Bufs: 0
  • Hold Buf Count CTS: 0
  • TritonCTS clock tree: done
  • CTS root buffer: clkbuf_8
  • CTS clk-pin slew, worst paths: 30 ps

Finish
  • Most frequent cells in the layout: edfxtp_1 (76), nand2_1 (45), inv_1 (42), clkdlybuf4s50_1 (42), dfxtp_1 (40)
  • Most numerous logic cell after layout: edfxtp_1
  • Final Non-Filler Cells: 550
  • Synthesis-to-layout area growth: 16.83%
  • Fin area: 5428 µm²
  • Share of cells above drive strength 1: 4.977%
  • Finished Core Util: approximately three fifths

Floorplanning
  • Core Rows: 34
  • Die height: 98.39 µm
  • Die area: 9681 µm²
  • Fp util: 52.50%
  • IO Pins: 43
  • Die x size: approximately 98 µm
  • Core Area: just under 9000 µm²

GRT
  • Initial antenna violation count: 0
  • Largest net degree at the start of global routing: 85
  • First-pass GRT wire length: 13.35 mm
  • Grt total ovfl: 0
  • All-Layer GR Usage: 18.54%
  • Number of global-route vias before repair: ~2800

Min path
  • HP Class: flip-flop to flip-flop

Flow run
  • # Max-Cap Violations: 0
  • Log Warnings: ~65

Run status
  • Status: complete, no violations
kinds of logic after synthesis:
kind of cell    after synthesis
compound gates               39
simple gates                141
xor+xnor                     33
fa+ha+maj                    11
other cells                   1
flops                       116
buf+inv                      17
mux                           5
worst reg2reg max path: cells and delay by family (launching register included):
kind | cells | cell delay, ps
XOR/XNOR | 1 | 140
adder cells (fa/ha/maj) | 1 | 180
flip-flops | 1 | 430
AND/OR/NAND/NOR | 8 | 1470
synth_stat cells, types with 2 or more instances:
master	instances	area share, %
edfxtp_1	76	49
nand2_1	45	3.6
dfxtp_1	40	17
a21o_1	24	3.9
nor2_1	21	1.7
xnor2_1	20	3.8
nand3_1	15	1.6
nand4_1	15	2.0
xor2_1	13	2.5
ha_1	11	3.0
inv_1	10	0.81
nor3_1	9	0.97
nor4_1	8	1.1
clkbuf_1	7	0.57
and3_1	5	0.67
nand2b_1	5	0.67
a21oi_1	4	0.43
mux2_2	4	0.97
nor2b_1	4	0.54
o21ai_0	4	0.43
and4_1	2	0.38
nand4b_1	2	0.38
state kept, by name (all words and copies together), names as in the netlist:
name / cells
x: 1
t6: 12
cs: 1
y: 1
a: 32
o5: 12
t5: 12
addr: 3
t7: 12
o7: 12
df: 2
o6: 12
ct: 4
layer usage:
| layer | track usage, % | part of all wire [%] | vias to the layer above |
|---|---|---|---|
| li1 | - | - | 1478 |
| met1 | 34.31 | 52 | 1362 |
| met2 | 23.89 | 41 | 84 |
| met3 | 7.049 | 7.1 | 0 |
| met4 | 1.607 | 0 | 0 |
| met5 | 0 | 0 | - |
power breakdown:
part	leakage (nW)	switching [mW]	internal (mW)
clock	0.217	0.123	0.101
sequential	0.968	0	0.212
combinational	0.971	0.00168	0.00154
final timing paths:
| kind | to | depth (start not counted) | startpoint |
|---|---|---|---|
| worst max-delay path | adc_sck | 1 | y$_DFFE_NP_ |
| worst min-delay path | a[0]$_DFF_N_ | 1 | a[0]$_DFF_N_ |
| worst max register to register | a[22]$_DFF_N_ | 10 | a[19]$_DFF_N_ |
| worst min register to register | a[0]$_DFF_N_ | 1 | a[0]$_DFF_N_ |
final cells by class:
type,instances,area (µm²)
flip-flops and latches,116,3083
well taps,108,135.1
fillers,702,3421
multi-input cells,230,1516
inverters,9,33.78
clock buffers,5,68.82
repair buffers,47,457.9
clock inverters,35,132.6
Power and IR drop assume default switching activity.
