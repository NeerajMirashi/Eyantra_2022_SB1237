File: flow/config.mk
export PLATFORM = sky130hd
export DESIGN_NAME = uart
export DESIGN_NICKNAME = uart
export VERILOG_FILES = /design/flow/design.v
export SDC_FILE = /design/flow/constraint.sdc
export NUM_CORES = 4
export LEC_CHECK = 1
export CORE_UTILIZATION = 30
File: flow/constraint.sdc
current_design uart

set clk_period 5.3
set clk_io_pct 0.2

create_clock -name clk0 -period $clk_period [get_ports {clk_50M}]

set non_clock_inputs [all_inputs -no_clocks]
set_input_delay [expr $clk_period * $clk_io_pct] -clock clk0 $non_clock_inputs
set_output_delay [expr $clk_period * $clk_io_pct] -clock clk0 [all_outputs]
File: flow/run.sh
#!/bin/bash
# OpenROAD 26Q1-2900-gdf79404cd8, Yosys 0.63+post, stock flow scripts
make -C /OpenROAD-flow-scripts/flow DESIGN_CONFIG=/design/flow/config.mk WORK_HOME=/design/flow/orfs finish
File: flow/design.v
module uart(
	input clk_50M,	 
	output tx		 
);
parameter n =4;
parameter idle = 0;
parameter start =1;
parameter data = 2;
parameter stop =3;
integer ct =0;
integer state = idle;
integer j =0;
integer i = 0;
reg temp_clk=1;
reg x = 1;
reg [n*8:0]str;
initial
str = "GBI1";
assign tx = x;
always @(posedge clk_50M)
begin
if(ct==217)
begin
temp_clk = temp_clk?0:1;
ct = 0;
end
ct = ct + 1;
end
always @(posedge temp_clk)
begin
case(state)
idle:
begin
x = 1;
if(i==n)
begin
state = idle;
end
else
begin
state = start;
end
end
start:
begin
x = 0;
state = data;
end
data:
begin
x = str[((n-1-i)*8)+j];
j = j+1;
if(j==8)
begin
j=0;
state = stop;
i = i+1;
end
end
stop:
begin
x = 1;
state = idle;
end
endcase
end
endmodule
==> flow_summary.ini <==
; implementation run metrics
[die]
die_w_um = 136.6
io-pin-count = 2
initCoreUtil = 0.3109
die-area_um2 = 18650
num_rows = 48
core_area_um2 = 17480
dieHeight_um = 136.6

[cts]
hold_buffers = 0
clkSlewWorstSetupHoldPaths_ns = 0.05
cts-root-buf = clkbuf_16
ctsResizeCount = 0
cts_max_path_buffers = 2
post_cts_buffers = 0
cts_buffers = 5
cts_tree = done
clk_latency_ns = 0.27
htree_num_levels = 2

[logic_synthesis]
syn_avg_cell_area_um2 = 10.53
yosys.area_share.simple = 0.2349
ys_area_um2 = 5433
synth_cell_type_count = 56
synth_seq_share = 0.4938
yosys_register_bits = 100
synth_top_flop_cell = edfxtp_1
synthXorXnorAreaFrac = 0.1548
edf_count = 68
ys_sh_adder = 0.04053
aoi_share = 0.04376
synth_stat.cells = 516
synth.yosys.warnings = 1
muxShareOfSynthArea = 0.005758
top_logic_kind = simple AND/OR/NAND/NOR gates
syn-cell-area_um2 = 5433
ys_async_sr_fraction = 0
synthCells = 516

[global_routing]
grt_use_total = 0.1054
antenna_found_initial = 0
grt_pass1_vias = 3410
grt_max_degree = 68
grt_overflow_total = 0
grt_pass1_wl_um = 15750

[detailed_routing]
drc = 0
detail-route-antenna-nets = 0
routed_wl_um = 8980
drtPass1Iterations = 4
antenna_cells = 0
drt-initial-drc-count = 168
vias = 3608
wl_per_cell_um = 12.22
routed_via_density = 4.909

[power]
p_int_w = 0.0004365
p_switching_w = 0.00009215
p_total_w = 0.0005286
clkPwrFrac = 0.527
pwr-share-seq = 0.472
ir_drop_mv = 0.1953
switching_share = 0.1743
p_leak_nw = 2.078
combPwrFrac = 0
powerDensity_nw_per_um2 = 91.11

[final_layout]
nFillCells = 1698
fin_area_um2 = 5802
drive_above_1_share = 0.04314
instances_no_fill = 735
regArea_um2 = 2683
fin_util = 0.3320
mostFrequentLayoutCells = edfxtp_1 (68), xnor2_1 (64), nand2_1 (44), nand3_1 (43), nor2_1 (39)
logic_area_um2 = 2610
lay_top_count = edfxtp_1
syn2layout_area_growth_pct = 6.794

[timing]
tightest_slew_ns = 0.7372
timing.final.crit_share = 0.5131
untimed_endpoints = 134
tns_ns = 0
period_needed_ns = 2.719
clock_skew_ns = 0.003282
drv_slew = 0
clock.fmax_mhz = 367.7
grt_setup_unrepaired = false
max_slew_margin = 0.5048
finalSetupViolations = 0
hold_violations = 0
unclocked_pins = 67

[critical_path]
critical_path_required_ns = 5.45
cpPeakStageDelay_ns = 0.58
criticalPathCategory = flip-flop to flip-flop
timing.critical_path.buf_inv = 0
critPathCaptureType = flip-flop
crit_slowest_cell = nor3_1
ff2ff_setup_slack_ns = 2.58
crit_chain = nor4_1 -> nand4_1 -> nor2_1 -> nor2b_1 -> ha_1 -> nand2_1 -> nor3_1 -> nand2_1 -> nor2_1 -> nand2_1 -> xnor2_1
crit_family = simple AND/OR/NAND/NOR gates
arrival_ns = 2.87
cpMostUsedCell = nand2_1
cp-start-kind = flip-flop
crit_fanout = 6

[job]
warnings = 32
drv_cap = 0

[min_path]
hold_class = flip-flop to flip-flop

[placement]
dpl.cell_count = 727
gp_congestion = 0.8555
placed_cell_area_um2 = 5655
portBuffers = 1
hpwl_um = 6415

[status]
outcome = finished, final reports clean
cell families (layout without fill, tap and decap cells):
group	count (synthesis)	count (layout)
fa+ha+maj	17	17
other cells	1	1
buf+inv	31	25
simple gates	235	235
flops	100	100
mux	3	3
compound gates	33	33
xor+xnor	96	96
power groups by stage:
stage	Clock [W]	Sequential, W	Combinational (W)
after CTS	0.000286	0.000250	0.000000119
after global routing	0.000297	0.000249	0.000000147
final	0.000279	0.000250	0.000000119
final cells by class:
class                           instances  area share
Sequential cell                       100      0.4624
Timing Repair Buffer                    4    0.005607
Inverter                               13    0.008411
Multi-Input combinational cell        385      0.4499
Clock buffer                            8     0.02523
Tap cell                              225     0.04852
path summary, 6_finish.rpt:
kind                                startpoint        endpoint  depth (start not counted)
worst max register to register  ct[19]$_DFF_P_  ct[26]$_DFF_P_                         11
worst min-delay path            ct[31]$_DFF_P_  ct[31]$_DFF_P_                          1
worst max-delay path            ct[19]$_DFF_P_  ct[26]$_DFF_P_                         11
worst min register to register  ct[31]$_DFF_P_  ct[31]$_DFF_P_                          1
metrics by stage:
stage | hold slack [ns] | worst slack [ns]
floorplan | 0.4352 | 3.171
global placement | 0.4593 | 2.821
detailed placement | 0.4531 | 2.731
CTS | 0.4616 | 2.655
global route | 0.4723 | 2.281
finish | 0.4646 | 2.581
routing by layer:
metal	wire (um)	track usage	part of all wire
met5	0	0	0
met2	4030	0.1599	0.45
met3	197	0.01209	0.022
met1	4751	0.1757	0.53
met4	0	0.004938	0
synth_stat cells, drive strengths merged (8+ instances only):
cell | number | area, um^2
a21oi | 8 | 40.04
and3 | 17 | 106.4
buf | 11 | 61.31
dfxtp | 32 | 640.6
edfxtp | 68 | 2042
ha | 16 | 200.2
inv | 13 | 48.80
nand2 | 45 | 171.4
nand3 | 44 | 225.2
nand4 | 25 | 171.4
nor2 | 40 | 157.6
nor3 | 13 | 76.33
nor4 | 21 | 146.4
xnor2 | 64 | 560.5
xor2 | 32 | 280.3
state kept, by name (all words and copies together), names as in the netlist:
signal,flops
ct,32
i,32
j,32
state,2
temp_clk,1
x,1
Power figures rest on the tool's default switching activity, not on a simulated workload.
